`/design/flow/run.sh`:
```
#!/bin/bash
# OpenROAD 26Q1-2900-gdf79404cd8, Yosys 0.63+post, stock flow scripts
make -C /OpenROAD-flow-scripts/flow DESIGN_CONFIG=/design/flow/config.mk WORK_HOME=/design/flow/orfs finish
```
`/design/flow/config.mk`:
```
export PLATFORM = sky130hd
export DESIGN_NAME = subleq_ram
export DESIGN_NICKNAME = subleq_ram
export VERILOG_FILES = /design/flow/design.v
export SDC_FILE = /design/flow/constraint.sdc
export NUM_CORES = 4
export LEC_CHECK = 1
export CORE_UTILIZATION = 40
```
`/design/flow/constraint.sdc`:
```
current_design subleq_ram

set clk_period 52.4
set clk_io_pct 0.2

create_clock -name clk0 -period $clk_period [get_ports {clk}]

set non_clock_inputs [all_inputs -no_clocks]
set_input_delay [expr $clk_period * $clk_io_pct] -clock clk0 $non_clock_inputs
set_output_delay [expr $clk_period * $clk_io_pct] -clock clk0 [all_outputs]
```
`/design/flow/design.v`:
```
module subleq_ram(
	input clk,
	input [7:0] ram_radr,
	output [7:0] ram_rdata,
	input [7:0] ram_wadr,
	input [7:0] ram_wdata,
	input ram_wen
	);
reg[7:0] ram[0:255];
reg[7:0] radr;
always @ (posedge clk) begin
	if (ram_wen)
		ram[ram_wadr] <= ram_wdata;
	radr <= ram_radr;
end
assign ram_rdata = ram[radr];
endmodule
```
==> changes_impl.md <==
### Implementation results

- Final Hold Fails: 0
- Ys async rst share: 0
- Period utilization: 0.3387
- Site Rows: 163
- Status: finished, final reports clean
- Ratio of cells with drive above 1 in the final layout: 0.2312
- Die Footprint: 200700 um^2
- Commonest Layout Cell: edfxtp_1
- Pwr Density: 37.52 nW/um^2
- Total core area: 197400 um^2
- Final WL: 194700 um
- Post-detail-place hpwl: 118200 um
- Yosys Instances: 3733
- Longest Clk Path Bufs: 3
- IO buf count: 33
- Setup crit start kind: register
- Biggest regs: ram: 2048 flops
- Fin crit period: 17.75 ns
- Pre-Place Util: 0.4030
- CTS Hold Bufs: 0
- Placer Congestion: 0.8729
- Top cells excl fill/tap: edfxtp_1 (2048), mux4_2 (454), nor2_1 (279)
- DR WL/cell: 28.88 um
- Vias after detailed routing: 38069
- Area leader share: 0.7730
- Die width: 448.0 um
- Worst-path clk slew: 0.06 ns
- Setup slack after layout: 34.65 ns
- Cell count after synthesis: 3733
- Initial detailed-routing violation count: 2509
- Syn-to-layout area delta: 12.68%
- Number of global-route vias before repair: 41630
- Synthesized area: 79560 um^2
- Setup violators final: 0
- Worst Hold Depth: 1
- Die height: 448.0 um
- Cts repair resizes: 0
- Part of the power in registers: 0.540
- Largest net degree at the start of global routing: 91
- Yosys Chip Area: 79560 um^2
- Setup_tns: 0 ns
- Switching part of the total: 0.2115
- Antenna violations before repair: 6
- CTS H-tree depth: 4
- Synth Seq Share: 0.7750
- Root Driver: clkbuf_16
- Avg Vias per Cell: 5.647
- Pwr Total: 3.363 mW
- Worst Path Required: 41.92 ns
- Crit. End Element: output port
- Synth warn: 1
- Synth area leader: edfxtp_1
- RSZ-0062 raised after global routing: false
- Log Warnings: 26
- Post-CTS Setup Inserts: 0
- Top cells by area: edfxtp_1 (77%), mux4_2 (13%), mux2i_1 (1.7%), nor2_1 (1.3%), a22oi_1 (1.3%)
- Io pins: 34
- GRT Resource Usage Total: 0.2178
- Worst-Margin Slew: 1.073 ns
- Max-slew violations: 0
- Worst min-delay path category: primary input to register
- Gate power share: 0.048
- Post-synth EDFFs: 2048
- First-pass GRT wire length: 285900 um
- Relative slew slack: 0.2789
- CTS tree: yes
- Max-cap violations: 0
- Setup Crit Path Kind: register to output port
- DRC violations left: 0
- Leakage power: 27.49 nW
- TritonCTS buffer count: 202
- Grt ovf: 0
- Maximum operating frequency: 56.34 MHz
- Synth flops: 2056
- Clock power share: 0.413
- Peak supply drop: 0.00003521 V
- Reg with most FFs: ram
- Hold Path Sink: ram[101][4]$_DFFE_PP_
- Max reg flops: 2048
- Worst hold path startpoint: ram_wdata[4]
- Crit path DAT: 7.27 ns
- Unique cell types: 55
- Dominant register cell: edfxtp_1
- FILL cells: 16425
- Pre-CTS WS: 35.35 ns
- Crit path max fanout: 42
- 1st-pass router iterations: 8
- Antenna-violating nets left: 0
- Net Sw Power: 711.2 uW
- Syn_area_per_cell: 21.31 um^2
- TritonCTS sink count: 2056
- Pint: 2.652 mW
area by class of cell:
| cell class | count | area, um^2 | area share |
|---|---|---|---|
| inverter | 2 | 7.507 | 0.00008374 |
| antenna | 1 | 2.502 | 0.00002791 |
| tap | 2640 | 3303 | 0.03685 |
| clock buffer | 260 | 5358 | 0.05976 |
| sequential | 2056 | 61680 | 0.6880 |
| timing repair buffer | 228 | 1859 | 0.02074 |
| multi-input combinational | 1442 | 16490 | 0.1839 |
| clock inverter | 112 | 954.7 | 0.01065 |
through the flow:
| stage | cell area (um^2) | hold slack, ns | util | std cells |
|---|---|---|---|---|
| after floorplan | 79560 | 10.51 | - | 3733 |
| after global placement | 83330 | 10.91 | 0.4221 | 6368 |
| after detailed placement | 83330 | 10.91 | 0.4221 | 6368 |
| after global routing | 89640 | 10.03 | 0.4541 | 6740 |
| final | 89650 | 10.05 | 0.4541 | 6741 |
| after CTS | 89640 | 10.01 | 0.4541 | 6740 |
power groups by stage:
stage	registers, mW	logic [mW]	clock network [mW]
global route	1.82	0.172	1.48
finish	1.82	0.160	1.39
CTS	1.82	0.163	1.41
layer usage:
| layer | vias to the layer above | global-route usage | part of all wire |
|---|---|---|---|
| met4 | 8 | 0.05699 | 0.034 |
| met5 | - | 0.009139 | 0.0013 |
| li1 | 16129 | - | - |
| met2 | 2004 | 0.3220 | 0.48 |
| met1 | 19578 | 0.2826 | 0.34 |
| met3 | 350 | 0.1388 | 0.14 |
critical path: stages, from the launching register on:
cell and delay, ns:
dfxtp_4 0.68, buf_4 0.61, buf_4 0.60, buf_4 0.64
buf_4 0.64, buf_4 0.71, mux4_2 0.59, a22oi_1 0.24
a21oi_1 0.10, nor4_1 0.73, nor4_1 0.21, clkdlybuf4s50_1 0.47
how the worst max path moves through the flow:
stage	end	from	cells past startpoint	slack, ns
after CTS	ram_rdata[5]	register	11	34.38
after global routing	ram_rdata[5]	register	11	33.96
final	ram_rdata[4]	register	11	34.65
synthesized netlist by cell type, types with 6 or more instances:
library cell / number
nor4_1: 24
nor3_1: 22
nor2b_1: 31
nand2b_1: 8
nor2_1: 282
buf_1: 22
nand2_1: 33
mux2i_1: 134
a22o_1: 8
o21ai_0: 10
buf_4: 27
o211ai_1: 10
a21oi_1: 96
nand4_1: 10
clkbuf_1: 111
mux4_2: 454
a22oi_1: 133
nand3_1: 34
a211oi_1: 16
buf_8: 13
buf_2: 31
and2_1: 6
o221ai_1: 46
edfxtp_1: 2048
dfxtp_1: 8
buf_12: 8
a221oi_1: 13
o22ai_1: 28
buf_6: 21
cell families after synthesis:
| kind of cell | share of synthesized area |
|---|---|
| DFF | 0.7750 |
| muxes | 0.1462 |
| and+or+nand+nor | 0.02628 |
| AOI/OAI and AO/OA | 0.03419 |
| buffers and inverters | 0.01831 |
No activity file was given, so power comes from the tool's default toggle rates.
