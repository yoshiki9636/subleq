**config.mk**
```make
export PLATFORM = sky130hd
export DESIGN_NAME = controller
export DESIGN_NICKNAME = controller
export VERILOG_FILES = /design/flow/design.v
export SDC_FILE = /design/flow/constraint.sdc
export NUM_CORES = 4
export LEC_CHECK = 1
export CORE_UTILIZATION = 30
```
**constraint.sdc**
```tcl
current_design controller

set clk_period 4.2
set clk_io_pct 0.2

create_clock -name clk0 -period $clk_period [get_ports {clk}]

set non_clock_inputs [all_inputs -no_clocks]
set_input_delay [expr $clk_period * $clk_io_pct] -clock clk0 $non_clock_inputs
set_output_delay [expr $clk_period * $clk_io_pct] -clock clk0 [all_outputs]
```
**design.v**
```verilog
module controller (
    input clk,
    input rst_n,
	input [7:0] rout,
	input rout_en,
	output reg [7:0] write_adr_dat,
	output reg cpu_start,
	output reg write_address_set,
	output reg write_data_en,
	output reg read_start_set,
	output reg read_end_set,
	output reg read_stop,
	input dump_running,
	output reg start_trush,
	input trush_running,
	output reg start_step,
	input cpu_running,
	output crlf_in,
	output reg quit_cmd
);
reg [7:0] pdata;
reg data_en;
always @ (posedge clk or negedge rst_n) begin
    if (~rst_n)
        pdata <= 8'd0;
    else if (rout_en)
        pdata <= rout;
end
always @ (posedge clk or negedge rst_n) begin
    if (~rst_n)
		data_en <= 1'b0;
	else
		data_en <= rout_en;
end
function [22:0] data_decoder;
input [7:0] pdata;
begin
	case(pdata)
		8'h30 : data_decoder = 23'b000_0000_0000_0000_0000_0001;  
		8'h31 : data_decoder = 23'b000_0000_0000_0000_0000_0010;  
		8'h32 : data_decoder = 23'b000_0000_0000_0000_0000_0100;  
		8'h33 : data_decoder = 23'b000_0000_0000_0000_0000_1000;  
		8'h34 : data_decoder = 23'b000_0000_0000_0000_0001_0000;  
		8'h35 : data_decoder = 23'b000_0000_0000_0000_0010_0000;  
		8'h36 : data_decoder = 23'b000_0000_0000_0000_0100_0000;  
		8'h37 : data_decoder = 23'b000_0000_0000_0000_1000_0000;  
		8'h38 : data_decoder = 23'b000_0000_0000_0001_0000_0000;  
		8'h39 : data_decoder = 23'b000_0000_0000_0010_0000_0000;  
		8'h61 : data_decoder = 23'b000_0000_0000_0100_0000_0000;  
		8'h62 : data_decoder = 23'b000_0000_0000_1000_0000_0000;  
		8'h63 : data_decoder = 23'b000_0000_0001_0000_0000_0000;  
		8'h64 : data_decoder = 23'b000_0000_0010_0000_0000_0000;  
		8'h65 : data_decoder = 23'b000_0000_0100_0000_0000_0000;  
		8'h66 : data_decoder = 23'b000_0000_1000_0000_0000_0000;  
		8'h67 : data_decoder = 23'b000_0001_0000_0000_0000_0000;  
		8'h71 : data_decoder = 23'b000_0010_0000_0000_0000_0000;  
		8'h77 : data_decoder = 23'b000_0100_0000_0000_0000_0000;  
		8'h72 : data_decoder = 23'b000_1000_0000_0000_0000_0000;  
		8'h74 : data_decoder = 23'b001_0000_0000_0000_0000_0000;  
		8'h73 : data_decoder = 23'b010_0000_0000_0000_0000_0000;  
		8'h0d : data_decoder = 23'b100_0000_0000_0000_0000_0000;  
		default : data_decoder = 23'd0;
	endcase
end
endfunction
wire [22:0] decode_bits = data_decoder( pdata );
function [3:0] bin_encoder;
input [15:0] hot_code;
begin
	case(hot_code)
		16'b0000_0000_0000_0001 : bin_encoder = 4'h0;
		16'b0000_0000_0000_0010 : bin_encoder = 4'h1;
		16'b0000_0000_0000_0100 : bin_encoder = 4'h2;
		16'b0000_0000_0000_1000 : bin_encoder = 4'h3;
		16'b0000_0000_0001_0000 : bin_encoder = 4'h4;
		16'b0000_0000_0010_0000 : bin_encoder = 4'h5;
		16'b0000_0000_0100_0000 : bin_encoder = 4'h6;
		16'b0000_0000_1000_0000 : bin_encoder = 4'h7;
		16'b0000_0001_0000_0000 : bin_encoder = 4'h8;
		16'b0000_0010_0000_0000 : bin_encoder = 4'h9;
		16'b0000_0100_0000_0000 : bin_encoder = 4'ha;
		16'b0000_1000_0000_0000 : bin_encoder = 4'hb;
		16'b0001_0000_0000_0000 : bin_encoder = 4'hc;
		16'b0010_0000_0000_0000 : bin_encoder = 4'hd;
		16'b0100_0000_0000_0000 : bin_encoder = 4'he;
		16'b1000_0000_0000_0000 : bin_encoder = 4'hf;
		default : bin_encoder = 4'h0;
	endcase
end
endfunction
wire [3:0] half_data = bin_encoder( decode_bits[15:0] ) ;
wire num_char = | decode_bits[15:0];
wire cmd_g = decode_bits[16] & data_en;
wire cmd_q = decode_bits[17] & data_en;
wire cmd_w = decode_bits[18] & data_en;
wire cmd_r = decode_bits[19] & data_en;
wire cmd_t = decode_bits[20] & data_en;
wire cmd_s = decode_bits[21] & data_en;
wire cmd_crlf = decode_bits[22] & data_en;
reg bin_data_valid;
reg [3:0] cmd_status;
wire [3:0] next_cmd_status;
function [3:0] cmd_statemachine;
input [3:0] cmd_status;
input cmd_g;
input cmd_q;
input cmd_w;
input cmd_r;
input cmd_t;
input cmd_s;
input bin_data_valid;
input dump_running;
input trush_running;
input cpu_running;
begin
	case(cmd_status)
		4'd0 :
			casez({cmd_g,cmd_w,cmd_r,cmd_t,cmd_s})
				5'b1_???? : cmd_statemachine = 4'd1;
				5'b0_1??? : cmd_statemachine = 4'd3;
				5'b0_01?? : cmd_statemachine = 4'd5;
				5'b0_001? : cmd_statemachine = 4'd8;
				5'b0_0001 : cmd_statemachine = 4'd9;
				default   : cmd_statemachine = 4'd0;
			endcase
		4'd1 :
			casez({cmd_q,bin_data_valid})
				2'b1? : cmd_statemachine = 4'd0;
				2'b01 : cmd_statemachine = 4'd2;
				default : cmd_statemachine = 4'd1;
			endcase
		4'd2 :
			if (cmd_q)
				cmd_statemachine = 4'd0;
			else
				cmd_statemachine = 4'd2;
		4'd3 :
			casez({cmd_q,bin_data_valid})
				2'b1? : cmd_statemachine = 4'd0;
				2'b01 : cmd_statemachine = 4'd4;
				default : cmd_statemachine = 4'd3;
			endcase
		4'd4 :
			if (cmd_q)
				cmd_statemachine = 4'd0;
			else
				cmd_statemachine = 4'd4;
		4'd5 :
			casez({cmd_q,bin_data_valid})
				2'b1? : cmd_statemachine = 4'd0;
				2'b01 : cmd_statemachine = 4'd6;
				default : cmd_statemachine = 4'd5;
			endcase
		4'd6 :
			casez({cmd_q,bin_data_valid})
				2'b1? : cmd_statemachine = 4'd0;
				2'b01 : cmd_statemachine = 4'd7;
				default : cmd_statemachine = 4'd6;
			endcase
		4'd7 :
			if (cmd_q | ~dump_running)
				cmd_statemachine = 4'd0;
			else
				cmd_statemachine = 4'd7;
		4'd8 :
			if (cmd_q | ~trush_running)
				cmd_statemachine = 4'd0;
			else
				cmd_statemachine = 4'd8;
		4'd9 :
			if (cmd_q | ~cpu_running)
				cmd_statemachine = 4'd0;
			else
				cmd_statemachine = 4'd9;
		default : cmd_statemachine = 4'd0;
	endcase
end
endfunction
assign next_cmd_status = cmd_statemachine(
							cmd_status,
							cmd_g,
							cmd_q,
							cmd_w,
							cmd_r,
							cmd_t,
							cmd_s,
							bin_data_valid,
							dump_running,
							trush_running,
							cpu_running);
always @ (posedge clk or negedge rst_n) begin
	if (~rst_n)
		cmd_status <= 4'd0;
	else
		cmd_status <= next_cmd_status;
end
wire idle_status = ( cmd_status == 4'd0 );
wire gcmd_setnum = ( cmd_status == 4'd1 );
wire wcmd_setnum = ( cmd_status == 4'd3 );
wire wcmd_setdat = ( cmd_status == 4'd4 );
wire rcmd_setsta = ( cmd_status == 4'd5 );
wire rcmd_setend = ( cmd_status == 4'd6 );
wire rcmd_dumpdt = ( cmd_status == 4'd7 );
wire g_crlf = ( cmd_status == 4'd1 ) & ( next_cmd_status == 4'd2 );
wire r_crlf = ( cmd_status == 4'd6 ) & ( next_cmd_status == 4'd7 );
wire w_crlf = ( cmd_status == 4'd3 ) & ( next_cmd_status == 4'd4 );
assign crlf_in = g_crlf | cmd_q | r_crlf | w_crlf | cmd_t | cmd_s | cmd_crlf;
reg [3:0] upper_data;
reg [3:0] lower_data;
reg lower_sel;
wire bin_data_set = data_en & num_char & (gcmd_setnum | wcmd_setnum | wcmd_setdat | rcmd_setsta | rcmd_setend);
always @ (posedge clk or negedge rst_n) begin
	if (~rst_n)
		lower_sel <= 1'b0;
	else if (cmd_q)
		lower_sel <= 1'b0;
	else if (bin_data_set)
		lower_sel <= ~lower_sel;
end
always @ (posedge clk or negedge rst_n) begin
	if (~rst_n)
		bin_data_valid <= 1'b0;
	else
		bin_data_valid <= lower_sel & bin_data_set;
end
always @ (posedge clk or negedge rst_n) begin
	if (~rst_n)
		upper_data <= 3'd0;
	else if (bin_data_set & ~lower_sel)
		upper_data <= half_data ;
end
always @ (posedge clk or negedge rst_n) begin
	if (~rst_n)
		lower_data <= 3'd0;
	else if (bin_data_set & lower_sel)
		lower_data <= half_data ;
end
wire [7:0] bin_data;
assign bin_data = { upper_data, lower_data };
wire ctrl_valid = gcmd_setnum | wcmd_setnum | wcmd_setdat | rcmd_setsta | rcmd_setend;
always @ (posedge clk or negedge rst_n) begin
	if (~rst_n)
		write_adr_dat <= 8'd0;
	else if (ctrl_valid & bin_data_valid)
		write_adr_dat <= bin_data;
end
always @ (posedge clk or negedge rst_n) begin
	if (~rst_n)
		cpu_start <= 1'b0;
	else
		cpu_start <= gcmd_setnum & bin_data_valid;
end
always @ (posedge clk or negedge rst_n) begin
	if (~rst_n)
		write_address_set <= 1'b0;
	else
		write_address_set <= wcmd_setnum & bin_data_valid;
end
always @ (posedge clk or negedge rst_n) begin
	if (~rst_n)
		write_data_en <= 1'b0;
	else
		write_data_en <= wcmd_setdat & bin_data_valid;
end
always @ (posedge clk or negedge rst_n) begin
	if (~rst_n)
		read_start_set <= 1'b0;
	else
		read_start_set <= rcmd_setsta & bin_data_valid;
end
always @ (posedge clk or negedge rst_n) begin
	if (~rst_n)
		read_end_set <= 1'b0;
	else
		read_end_set <= rcmd_setend & bin_data_valid;
end
always @ (posedge clk or negedge rst_n) begin
	if (~rst_n)
		read_stop <= 1'b0;
	else
		read_stop <= rcmd_dumpdt & cmd_q;
end
always @ (posedge clk or negedge rst_n) begin
	if (~rst_n)
		start_trush <= 1'b0;
	else
		start_trush <= idle_status & cmd_t;
end
always @ (posedge clk or negedge rst_n) begin
	if (~rst_n)
		start_step <= 1'b0;
	else
		start_step <= idle_status & cmd_s;
end
always @ (posedge clk or negedge rst_n) begin
	if (~rst_n)
		quit_cmd <= 1'b0;
	else
		quit_cmd <= cmd_q;
end
endmodule
```
**run.sh**
```bash
#!/bin/bash
# OpenROAD 26Q1-2900-gdf79404cd8, Yosys 0.63+post, stock flow scripts
make -C /OpenROAD-flow-scripts/flow DESIGN_CONFIG=/design/flow/config.mk WORK_HOME=/design/flow/orfs finish
```
==> impl_metrics.yaml <==
# implementation run metrics
logic_synthesis:
  area_leaders: "dfrtp_1 52%, mux2_2 9.9%, nand2_1 3.0%"
  synth_warnings: 1
  yosys.stat.seqShare: 0.5339
  synthCells: 188
  yosys_cells: 188
  syn_area_um2: 2158
  yosys.area.top_type: "dfrtp_1"
  synth_flops: 46
  synth.most_common_cell: "dfrtp_1"
  synthFlopType: "dfrtp_1"
  top_area_frac: 0.5217
  syn_avg_cell_area_um2: 11.48
  async_flop_share: 1.000
  ys_chip_area_um2: 2158
  common_cells: "45 x dfrtp_1, 19 x mux2_2, 17 x nand2_1"
  edf_count: 0
  synthDistinctLibCells: 49
placement:
  gp_congestion: 0.9095
  dp_slack_ns: 0.5565
  dp_cells: 307
  io_buffer_count: 31
  dp_hpwl_mm: 2.742
die:
  chipArea_um2: 7538
  die_h_um: 86.82
  core_area_um2: 6869
  num_rows: 30
  fp.dieW_um: 86.82
  initial_core_util: 0.3142
  ioPinCount: 32
final_timing:
  worst_pin_slew_ns: 0.5663
  skew_ns: 0.003689
  final-hold-violation-count: 0
  setup_ws_ns: 0.5337
  rsz0062_at_grt: "false"
  min_period_ns: 3.666
  setup_violations: 0
  finalCritPeriodShare: 0.8729
  fmax_ghz: 0.2728
  slew-limit-headroom: 0.6225
  maxSlewViolCount: 0
  setup_tns_ns: 0
cts:
  clkLatencyLatePin_ns: 0.29
  root_buffer: "clkbuf_8"
  hold_buffers: 0
  numCtsBuffers: 5
  clockBufferDepth: 2
  htree_levels: 2
  cts_tree: "built"
  post_cts_buffers: 0
  clock_sinks: 46
  clk_pin_slew_ns: 0.08
  cts_resized: 0
detailed_routing:
  vias_per_cell: 4.806
  via_count: 1509
  post_drt_wl_per_cell_um: 12.86
  ant_nets: 0
  drc_errors: 0
  routed_wl_mm: 4.037
  dr.pass1.iters: 5
  drt-initial-drc-count: 88
  antenna_cells: 0
worst_setup_path:
  rr_endpoint: "lower_data[2]"
  worstSetupStartpointType: "input pin"
  endpoint_kind: "primary output"
  crit_chain: "clkdlybuf4s50_1, nand2_1, o21ai_0, a2bb2oi_1, mux2_2, a211oi_1, clkdlybuf4s50_1"
  r2r-start: "pdata[0]"
  critical_path.max_stage_delay_ns: 0.51
  required_ns: 3.36
  cp.arrival_ns: 2.83
  cp-endpoint: "crlf_in"
  worstSetupPathType: "input pin to primary output"
  worst_r2r_path_depth: 5
  r2r_slack_ns: 2.14
  cpMostUsedCell: "clkdlybuf4s50_1"
  startpoint: "dump_running"
  crit_fanout: 4
  slowest_stage: "clkdlybuf4s50_1"
pwr:
  p_int_uw: 716.9
  p_sw_uw: 226.1
  pwr-share-seq: 0.532
  swShare: 0.2398
  leakage_nw: 1.200
  power_frac_comb: 0.120
  ir_worst_vdd_mv: 0.1531
  power_frac_clock: 0.348
  p_per_area_nw_per_um2: 355.4
finish:
  fin_util: 0.3863
  nFillCells: 659
  areaGrowthSynthToFinish_pct: 22.96
  final_cells: 314
  drive_above_1_share: 0.1789
global_routing:
  grt_max_degree: 47
  grt.overflow.total: 0
  grt_pass1_wl_mm: 6.920
  antenna_found_initial: 0
  grtUsageTotal: 0.1177
  grt_pass1_vias: 1434
worst_hold_path:
  min_from: "lower_data[0]"
  min_path_type: "flip-flop to flip-flop"
outcome:
  status: "complete, no violations"
job:
  maxCapViolCount: 0
  openroad.warnings: 25
worst min path at each step:
| stage | to | slack [ns] | depth (start not counted) |
|---|---|---|---|
| final | lower_data[0] | 0.50 | 1 |
| after global routing | lower_data[0] | 0.53 | 1 |
| after CTS | lower_data[1] | 0.51 | 1 |
power by group through the flow:
stage / Sequential, mW / Combinational, mW / Clock, mW
final: 0.502 / 0.113 / 0.328
after global routing: 0.508 / 0.125 / 0.359
after CTS: 0.502 / 0.114 / 0.341
sequential cells by signal, indices dropped and copies added, names as in the netlist:
name and flops:
write_address_set 1, read_stop 1, upper_data 4, bin_data_valid 1, write_data_en 1, start_trush 1, quit_cmd 1, read_end_set 1
write_adr_dat 8, lower_data 4, cpu_start 1, start_step 1, data_en 1, cmd_status 10, pdata 8, lower_sel 1
read_start_set 1
cells in the final DEF (no fill, tap or decap), types with 3 or more instances in the layout:
cell type        synthesis  final
and2_1                   7      7
clkdlybuf4s50_1          0     30
a31oi_1                  3      3
o21ai_0                  8      8
nor2_1                   6      6
nor4_1                   3      3
inv_1                    8      8
o21a_1                   3      3
nor2b_1                  4      4
nand3_1                  8      8
nand4_1                  3      3
clkbuf_8                 0      6
dfrtp_1                 45     45
mux2_2                  19     19
mux2_4                   4      4
a21oi_1                  3      3
nand2_1                 17     17
and3b_1                  4      4
cells by family after synthesis:
logic type,share of synthesized area
buf+inv,0.03942
simple gates,0.1838
xor+xnor,0.004059
compound gates,0.1015
flops,0.5339
mux,0.1374
layer usage:
layer	vias up	wire [um]	GRT usage
met3	5	155	0.02126
met2	35	1738	0.1675
met5	-	0	0
met4	0	40	0.01364
met1	732	2102	0.1975
li1	737	-	-
final cells by class:
cell class              instances  area, um2  share of cell area
clock buffers                   6      82.58             0.03112
clock inverters                 1      30.03             0.01132
inverters                       9      35.03             0.01320
multi-input cells             124      920.9              0.3470
flip-flops and latches         46       1152              0.4342
well taps                      96      120.1             0.04526
repair buffers                 32      312.8              0.1179
critical path: cells and delay by family:
family / cells / cell delay, ns
compound gates: 3 / 0.58
simple gates: 1 / 0.13
mux: 1 / 0.36
buf+inv: 2 / 0.93
per-stage QoR:
step	hold WS, ns	cell area (um2)	power [mW]
4_1_cts	0.5053	2654	0.9568
6_report	0.4989	2654	0.9431
2_1_floorplan	0.4542	2158	0.5804
3_5_place_dp	0.4863	2541	0.6223
5_1_grt	0.5302	2654	0.9919
3_3_place_gp	0.4763	2541	0.6209
Power is estimated from default activity; no workload was simulated.
