--- flow/constraint.sdc ---
current_design subleq_regs_exec

set clk_period 3.8
set clk_io_pct 0.2

create_clock -name clk0 -period $clk_period [get_ports {clk}]

set non_clock_inputs [all_inputs -no_clocks]
set_input_delay [expr $clk_period * $clk_io_pct] -clock clk0 $non_clock_inputs
set_output_delay [expr $clk_period * $clk_io_pct] -clock clk0 [all_outputs]
--- flow/run.sh ---
#!/bin/bash
# OpenROAD 26Q1-2900-gdf79404cd8, Yosys 0.63+post, stock flow scripts
make -C /OpenROAD-flow-scripts/flow DESIGN_CONFIG=/design/flow/config.mk WORK_HOME=/design/flow/orfs finish
--- flow/config.mk ---
export PLATFORM = sky130hd
export DESIGN_NAME = subleq_regs_exec
export DESIGN_NICKNAME = subleq_regs_exec
export VERILOG_FILES = /design/flow/design.v
export SDC_FILE = /design/flow/constraint.sdc
export NUM_CORES = 4
export LEC_CHECK = 1
export CORE_UTILIZATION = 50
--- flow/design.v ---
module subleq_regs_exec(
	input clk,
	input rst_n,
	input s00_idle,   
	input s01_rop0,   
	input s02_rop1,   
	input s03_rop2,   
	input s04_rmd0,   
	input s05_rmd1,   
	input s06_exec,   
	input s07_wbmd,   
	output run,
	output [7:0] ram_radr,
	input [7:0] ram_rdata,
	output [7:0] ram_wadr,
	output [7:0] ram_wdata,
	output ram_wen,
	input [7:0] write_adr_dat,
	input cpu_start,
	input write_address_set,
	input write_data_en,
	input read_start_set,
	input read_end_set,
	input read_stop,
	output rdata_snd_start,
	output [23:0] rdata_snd,
	input flushing_wq,
	output dump_running,
	input start_trush,
	output trush_running,
	input start_step,
	output wire cpu_running,
	input quit_cmd,
	input dump_cpu,
	output cpust_start,
	output [55:0] cpust_snd
	);
reg [7:0] pc;
wire inc_pc;
wire ld_pc;
wire [7:0] ld_value_pc;
always @ (posedge clk or negedge rst_n) begin
	if (~rst_n)
		pc <= 8'd0;
	else if (start_trush)
		pc <= 8'd0;
	else if (cpu_start)
		pc <= write_adr_dat;
	else if (ld_pc)
		pc <= ld_value_pc;
	else if (inc_pc)
		pc <= pc + 8'd1;
end
reg [7:0] idx0;
reg [7:0] idx1;
always @ (posedge clk or negedge rst_n) begin
	if (~rst_n)
		idx0 <= 8'd0;
	else if (s02_rop1)
		idx0 <= ram_rdata;
end
always @ (posedge clk or negedge rst_n) begin
	if (~rst_n)
		idx1 <= 8'd0;
	else if (s03_rop2)
		idx1 <= ram_rdata;
end
reg [7:0] jmpa;
always @ (posedge clk or negedge rst_n) begin
	if (~rst_n)
		jmpa <= 8'd0;
	else if (s04_rmd0)
		jmpa <= ram_rdata;
end
reg [7:0] data0;
wire [7:0] data1;  
always @ (posedge clk or negedge rst_n) begin
	if (~rst_n)
		data0 <= 8'd0;
	else if (s05_rmd1)
		data0 <= ram_rdata;
end
assign data1 = ram_rdata;
wire [8:0] sub;
wire [8:0] pre_accm;
reg [8:0] accm;
assign sub = { data0[7], data0 } - { data1[7], data1 };
assign pre_accm = ((sub[8] == 0)&&(sub[7] == 1)) ? 9'h07f :
                  ((sub[8] == 1)&&(sub[7] == 0)) ? 9'd180 : sub;
always @ (posedge clk or negedge rst_n) begin
	if (~rst_n)
		accm <= 9'd0;
	else if (s06_exec)
		accm <= pre_accm;
end
reg [8:0] cmd_read_adr;
assign ram_radr = dump_running ? cmd_read_adr :
				  s01_rop0 ? pc :
                  s02_rop1 ? pc :
				  s03_rop2 ? pc :
				  s04_rmd0 ? idx0 :
				  s05_rmd1 ? idx1 : 8'd0;
reg [7:0] cmd_wadr_cntr;
wire [7:0] trush_adr;
assign ram_wadr = trush_running ? trush_adr :
                  write_data_en ? cmd_wadr_cntr : idx0;
assign ram_wdata = trush_running ? 8'd0 :
                   write_data_en ? write_adr_dat : accm[7:0];
assign ram_wen = trush_running | write_data_en | s07_wbmd;
assign ld_value_pc = jmpa;
assign ld_pc = ((accm[8] == 1)|(accm[7:0] == 8'd0)) & s07_wbmd;
assign inc_pc = s01_rop0 | s02_rop1 | s03_rop2;
reg cpu_run_state;
reg step_reserve;
reg cupst_snd_wait;
wire rdata_snd_wait;
always @ (posedge clk or negedge rst_n) begin
	if (~rst_n)
		cpu_run_state <= 1'b0;
	else if (quit_cmd)
		cpu_run_state <= 1'b0;	
	else if (cpu_start)
		cpu_run_state <= 1'b1;
end
assign cpu_running = cpu_run_state & ~(rdata_snd_wait | cupst_snd_wait);
wire step_idle_nodump = s00_idle & ~dump_cpu;
wire step_start_cond = step_idle_nodump & ~(rdata_snd_wait | cupst_snd_wait);
always @ (posedge clk or negedge rst_n) begin
	if (~rst_n)
		step_reserve <= 1'b0;
	else if (step_start_cond)
		step_reserve <= 1'b0;	
	else if (~step_idle_nodump & start_step)
		step_reserve <= 1'b1;
end
wire step_run = step_start_cond & (step_reserve | start_step);
assign run = cpu_running | step_run;
always @ (posedge clk or negedge rst_n) begin
	if (~rst_n)
		cmd_wadr_cntr <= 8'd0;
	else if (write_address_set)
		cmd_wadr_cntr <= write_adr_dat;
	else if (write_data_en)
		cmd_wadr_cntr <= cmd_wadr_cntr + 8'd1;
end
reg [7:0] cmd_read_end;
wire dump_end;
wire radr_cntup;
always @ (posedge clk or negedge rst_n) begin
	if (~rst_n)
		cmd_read_adr <= 9'd0;
	else if (read_start_set)
		cmd_read_adr <= write_adr_dat;
	else if (radr_cntup)
		cmd_read_adr <= cmd_read_adr + 9'd1;
end
always @ (posedge clk or negedge rst_n) begin
	if (~rst_n)
		cmd_read_end <= 8'd0;
	else if (read_end_set)
		cmd_read_end <= write_adr_dat;
end
assign dump_end = (cmd_read_adr >= { 1'b0, cmd_read_end });
reg [2:0] status_dump;
wire [2:0] next_status_dump;
function [2:0] dump_status;
input [2:0] status_dump;
input read_end_set;
input read_stop;
input flushing_wq;
input dump_end;
begin
	case(status_dump)
		3'd0 :
			if (read_end_set)
				dump_status = 3'd1;
			else
				dump_status = 3'd0;
		3'd1 :
			if (read_stop)
				dump_status = 3'd0;
			else
				dump_status = 3'd2;
		3'd2 :
			if (read_stop)
				dump_status = 3'd0;
			else
				dump_status = 3'd3;
		3'd3 :
			if (read_stop)
				dump_status = 3'd0;
			else
				dump_status = 3'd4;
		3'd4 :
			if (read_stop)
				dump_status = 3'd0;
			else if (flushing_wq & dump_end)
				dump_status = 3'd0;
			else if (flushing_wq & ~dump_end)
				dump_status = 3'd1;
			else
				dump_status = 3'd4;
		default : dump_status = 3'd0;
	endcase
end
endfunction
assign next_status_dump = dump_status(
							status_dump,
							read_end_set,
							read_stop,
							flushing_wq,
							dump_end);
always @ (posedge clk or negedge rst_n) begin
	if (~rst_n)
		status_dump <= 3'd0;
	else
		status_dump <= next_status_dump;
end
assign radr_cntup = (status_dump == 3'd1)|(status_dump == 3'd2)|(status_dump == 3'd3);
assign dump_running = (status_dump != 3'd0);
assign rdata_snd_wait = (status_dump == 3'd4);
wire en_1st_data = (status_dump == 3'd2);
wire en_2nd_data = (status_dump == 3'd3);
reg en_3rd_data;
reg [7:0] data_1st;
reg [7:0] data_2nd;
reg [7:0] data_3rd;
always @ (posedge clk or negedge rst_n) begin
	if (~rst_n)
		en_3rd_data <= 1'b0;
	else
		en_3rd_data <= en_2nd_data;
end
always @ (posedge clk or negedge rst_n) begin
	if (~rst_n)
		data_1st <= 8'd0;
	else if (en_1st_data)
		data_1st <= ram_rdata;
end
always @ (posedge clk or negedge rst_n) begin
	if (~rst_n)
		data_2nd <= 8'd0;
	else if (en_2nd_data)
		data_2nd <= ram_rdata;
end
always @ (posedge clk or negedge rst_n) begin
	if (~rst_n)
		data_3rd <= 8'd0;
	else if (en_3rd_data)
		data_3rd <= ram_rdata;
end
assign rdata_snd = { data_1st, data_2nd, data_3rd };
reg [8:0] trash_cntr;
always @ (posedge clk or negedge rst_n) begin
	if (~rst_n)
		trash_cntr <= 9'd0;
	else if (start_trush)
		trash_cntr <= 9'h100;
	else if (trash_cntr[8])
		trash_cntr <= trash_cntr + 9'd1;
end
assign trush_adr = trash_cntr[7:0];
assign trush_running = trash_cntr[8];
reg [7:0] sample_pc;
reg [7:0] sample_data1;
always @ (posedge clk or negedge rst_n) begin
	if (~rst_n)
		sample_pc <= 8'd0;
	else if (s01_rop0)
		sample_pc <= pc;
end
always @ (posedge clk or negedge rst_n) begin
	if (~rst_n)
		sample_data1 <= 8'd0;
	else if (s06_exec)
		sample_data1 <= data1;
end
assign cpust_snd = {  sample_pc, idx0, idx1, jmpa, data0, sample_data1, accm[7:0] } ;
always @ (posedge clk or negedge rst_n) begin
	if (~rst_n)
		cupst_snd_wait <= 1'b0;
	else if (flushing_wq)
		cupst_snd_wait <= 1'b0;
	else if (s07_wbmd)
		cupst_snd_wait <= 1'b1;
end
reg cpust_snd_wait_dly;
always @ (posedge clk or negedge rst_n) begin
	if (~rst_n)
		cpust_snd_wait_dly <= 1'b0;
	else
		cpust_snd_wait_dly <= cupst_snd_wait;
end
assign cpust_start = cupst_snd_wait & ~cpust_snd_wait_dly;
reg rdata_snd_wait_dly;
always @ (posedge clk or negedge rst_n) begin
	if (~rst_n)
		rdata_snd_wait_dly <= 1'b0;
	else
		rdata_snd_wait_dly <= rdata_snd_wait;
end
assign rdata_snd_start = rdata_snd_wait & ~rdata_snd_wait_dly;
endmodule
==> out/metrics.sh <==
OUTCOME='finished clean'
IRDROPWORSTVDD_V=0.0004533
CHIP_AREA_FROM_THE_YOSYS_SYNTHESIS_STATISTICS_SQ_MM=0.006761
FINAL_COMMON_CELL='sky130_fd_sc_hd__clkdlybuf4s50_1'
TIMING.MAX_CAP.VIOLATIONS=0
DRT-VIAS-PER-INSTANCE=5.511
FIRST_PASS_GRT_WIRE_LENGTH_MM=29.60
SETUP-TNS-FINAL_NS=0
CLKSLEWWORSTSETUPHOLDPATHS_NS=0.06
POSTSYNTH.ASYNCRESETSHARE_PCT=100.0
LARGEST_REGISTERS='accm x9, cmd_read_adr x9, trash_cntr x9'
DRCVIOLATIONCOUNT=0
WORST_PATH_MAX_DELAY_CELL='sky130_fd_sc_hd__nor2b_1'
LAYOUT-DRIVE-GT1-SHARE_PCT=15.30
TIMING.RR.START='data0[0]$_DFFE_PN0P_'
SWITCHINGPOWER_uW=1358
SYN_TO_FINAL_GROWTH_PCT=33.70
GR-USAGE-ALL-LAYERS_PCT=29.01
POWERDENSITY_mW_PER_MM2=559.9
CRITICAL_PATH.STARTPOINT_TYPE='input pin'
WORST_CASE_REGISTER_TO_REGISTER_SETUP_SLACK_NS=1.35
SYNTH.YOSYS.NUM_CELLS=650
SYNTH.COMB.LARGEST_FAMILY='multiplexers'
CTS_TREE='built'
RR_ENDPOINT='accm[0]$_DFFE_PN0P_'
DETAIL_ROUTE.ANTENNA_DIODES=0
RD_PLACE_CONGESTION=0.9476
WL_PER_CELL_UM=19.06
ANTENNA_VIOLATIONS_BEFORE_REPAIR=0
FINALCLOCKSKEW_NS=0.008328
RSZ_0062_RAISED_AFTER_GLOBAL_ROUTING='false'
ANTENNA_LEFT=0
TIMING.CRITICAL_PATH.DEPTH=6
FINALCRITPERIODSHARE_PCT=92.50
CP-END-KIND='output port'
WORST-ENDPOINT-REQUIRED_NS=3.04
WORST_PATH_DOMINANT_CELL_FAMILY='buffers and inverters'
HOLD_VIOLATIONS=0
POWER_SWITCHING_SHARE_PCT=26.83
TOTALWIRELENGTH_MM=18.68
FP-UTILIZATION_PCT=51.26
INTPOWER_uW=3704
GRT_MAX_DEGREE=55
SYNTH-MAIN-FF-CELL='sky130_fd_sc_hd__dfrtp_1'
COMBINATIONAL_SHARE_OF_POWER_PCT=26.0
CTS-BUFFERS-INSERTED=17
SYN_AREA_SQ_MM=0.006761
SYNTH_WARNINGS=1
LAYOUT.FILLER_CELLS=947
YOSYS.AREA_SHARE.XOR_XNOR_PCT=4.145
CLOCK_POWER_SHARE_PCT=35.9
SYNTH-SIMPLE-AREA-SHARE_PCT=12.60
TIMING.FINAL.CRIT_PERIOD_NS=3.515
SYNTH_CELLS=650
CORE.ROWCOUNT=42
ARRIVAL_NS=2.76
MAX_STAGE_DELAY_NS=0.50
TOTAL_NUMBER_OF_VIAS=5401
DIE_H_UM=118.3
CTS.SINK_COUNT=132
GRT_OVERFLOW_TOTAL=0
HOLDBUFCOUNTCTS=0
DIE_W_UM=118.3
DETAILED_PLACER_S_ENDING_HPWL_MM=13.77
VIAS_IN_THE_FIRST_GLOBAL_ROUTE=5268
TIGHTESTPINTRANSITION_NS=0.8275
TIMING.MAX_SLEW.REL_SLACK_PCT=44.59
CTSLONGESTPATHBUFFERS=2
POST_CTS_GATE_RESIZE_COUNT=0
CTS_ROOT_BUF='sky130_fd_sc_hd__clkbuf_16'
CRITICAL_PATH.CELL_CHAIN='clkdlybuf4s50_1 -> nor2b_1 -> a221o_1 -> o21ai_0 -> o21ai_0 -> clkdlybuf4s50_1'
CLK_LATENCY_NS=0.41
EDF_COUNT=0
YOSYSUNIQUECELLTYPES=52
POST-CTS-SETUP-BUFFERS=0
POST_SYNTHESIS_AVERAGE_CELL_AREA_SQ_UM=10.40
SYNTH.AREA.MUX_SHARE_PCT=14.36
IO_PINS=148
REPORT.FINAL.SLEW_VIOL_COUNT=0
H-TREE-DEPTH=4
FINALSETUPVIOLATIONS=0
SETUP.WORST_PATH.CLASS='input pin to output port'
POSTSYNTHREGISTERBITS=132
DR.FIRST_ITER.DRC_COUNT=351
DIEAREA_SQ_MM=0.01399
SEQ_SHARE_SYNTH_PCT=48.85
POST_SYNTH_FA_HA_MAJ_AREA_FRACTION_PCT=4.293
WORSTHOLDPATHTYPE='input pin to async pin'
P_LEAK_uW=0.003956
PLACEMENT.IO_BUFFERS=147
DRT_PRE_ANTENNA_ITERS=5
CORE_SQ_MM=0.01319
WORSTPATHMAXFANOUT=7
CRIT_BUF_INV=2
DESIGN_POWER_TOTAL_uW=5062
SHARE_OF_POWER_BURNED_IN_REGISTERS_PCT=38.2
R2R.WORST_PATH.CELLS=9
HOLD_SLACK_NS=0.3881
WARNING_COUNT=26
SYNTH-COMPOUND-AREA-SHARE_PCT=11.36
FMAX_MHz=284.5
LAYOUT_TOP_CELLS='146 x sky130_fd_sc_hd__clkdlybuf4s50_1, 132 x sky130_fd_sc_hd__dfrtp_1, 81 x sky130_fd_sc_hd__nand2_1'
-- cell usage after synthesis, types with 2 or more instances --
cell                          n  share of area [%]
sky130_fd_sc_hd__or4_1        2               0.22
sky130_fd_sc_hd__buf_4        9                1.0
sky130_fd_sc_hd__a21o_1       4               0.44
sky130_fd_sc_hd__dfrtp_1    132                 49
sky130_fd_sc_hd__a221o_1      7                1.0
sky130_fd_sc_hd__nand4_1      5               0.46
sky130_fd_sc_hd__a211oi_1     2               0.22
sky130_fd_sc_hd__ha_1        20                3.7
sky130_fd_sc_hd__mux2_2      64                 11
sky130_fd_sc_hd__maj3_1       2               0.30
sky130_fd_sc_hd__o31ai_1      2               0.22
sky130_fd_sc_hd__or3_1        3               0.28
sky130_fd_sc_hd__nor2b_1      9               0.83
sky130_fd_sc_hd__xnor2_1      9                1.2
sky130_fd_sc_hd__xor2_1      23                3.0
sky130_fd_sc_hd__nand2b_1    10               0.93
sky130_fd_sc_hd__and2_1       2               0.19
sky130_fd_sc_hd__mux2i_1     25                3.7
sky130_fd_sc_hd__o21ai_0     73                5.4
sky130_fd_sc_hd__a211oi_2     3               0.56
sky130_fd_sc_hd__buf_1        5               0.28
sky130_fd_sc_hd__nand3b_1     2               0.22
sky130_fd_sc_hd__a211o_1      3               0.39
sky130_fd_sc_hd__buf_2        3               0.22
sky130_fd_sc_hd__clkbuf_1    23                1.3
sky130_fd_sc_hd__nor3_1       8               0.59
sky130_fd_sc_hd__o2111ai_1    2               0.26
sky130_fd_sc_hd__nand2_1     81                4.5
sky130_fd_sc_hd__buf_6        2               0.33
sky130_fd_sc_hd__and3_1       8               0.74
sky130_fd_sc_hd__inv_1       23                1.3
sky130_fd_sc_hd__nand3_1      6               0.44
sky130_fd_sc_hd__nor2_1      37                2.1
sky130_fd_sc_hd__a21oi_1     16                1.2
sky130_fd_sc_hd__o22ai_1      5               0.46
sky130_fd_sc_hd__a22o_1       4               0.52
-- routing by layer --
| metal | share of wire, % | wire length (um) | global-route usage [%] | vias up |
|---|---|---|---|---|
| li1 | - | - | - | 2555 |
| met1 | 44 | 8309 | 44.69 | 2633 |
| met2 | 46 | 8505 | 43.64 | 201 |
| met3 | 8.8 | 1643 | 8.711 | 12 |
| met4 | 1.2 | 221 | 3.686 | 0 |
| met5 | 0 | 0 | 0 | - |
-- power groups by stage --
| stage | Sequential (uW) | Combinational (uW) | Clock [uW] |
|---|---|---|---|
| final | 1930 | 1310 | 1820 |
| after global routing | 1970 | 1460 | 1910 |
| after CTS | 1930 | 1330 | 1850 |
-- metrics by stage --
step / area (sq um) / setup WS [ns] / std cells / utilization, %
2_1_floorplan: 6761 / 1.255 / 650 / -
4_1_cts: 9040 / 0.3314 / 980 / 68.54
3_5_place_dp: 8381 / 0.3314 / 948 / 63.54
3_3_place_gp: 8381 / 0.4106 / 948 / 63.54
6_report: 9040 / 0.2848 / 980 / 68.54
5_1_grt: 9040 / 0.1930 / 980 / 68.54
-- worst register-to-register path, stage by stage, from the launching register on --
cell and delay [ns]:
sky130_fd_sc_hd__dfrtp_1 0.36, sky130_fd_sc_hd__inv_1 0.06, sky130_fd_sc_hd__ha_1 0.21, sky130_fd_sc_hd__fa_1 0.41, sky130_fd_sc_hd__nand2b_1 0.20, sky130_fd_sc_hd__a21oi_1 0.27
sky130_fd_sc_hd__nand2b_1 0.15, sky130_fd_sc_hd__a21oi_1 0.16, sky130_fd_sc_hd__maj3_1 0.39, sky130_fd_sc_hd__o21ai_0 0.16
-- how the worst max path moves through the flow --
stage         from          end  slack (ns)
4_1_cts   s05_rmd1  ram_radr[1]        0.33
5_1_grt   s05_rmd1  ram_radr[0]        0.19
6_report  s05_rmd1  ram_radr[1]        0.28
-- logic make-up (layout without fill, tap and decap cells) --
kind of cell,count (synthesis),in the layout
mux,89,89
buf+inv,65,219
xor+xnor,32,32
compound gates,127,127
fa+ha+maj,23,23
simple gates,182,182
flops,132,132
-- area by class of cell --
| class | count | area, sq um | area share (%) |
|---|---|---|---|
| flip-flops and latches | 132 | 3303 | 36.54 |
| clock buffers | 18 | 439.2 | 4.858 |
| repair buffers | 164 | 1609 | 17.80 |
| multi-input cells | 453 | 3162 | 34.98 |
| inverters | 23 | 86.33 | 0.9550 |
| well taps | 176 | 220.2 | 2.436 |
| clock inverters | 14 | 220.2 | 2.436 |
Power is estimated from default activity; no workload was simulated.
